$ cat flow/config.mk
export PLATFORM = sky130hd
export DESIGN_NAME = counter
export DESIGN_NICKNAME = counter
export VERILOG_FILES = /design/flow/design.v
export SDC_FILE = /design/flow/constraint.sdc
export NUM_CORES = 4
export LEC_CHECK = 1
export CORE_AREA = 10 10 70 70
export DIE_AREA = 0 0 80 80
$ cat flow/constraint.sdc
current_design counter

set clk_period 2.4
set clk_io_pct 0.2

create_clock -name clk0 -period $clk_period [get_ports {clk}]

set non_clock_inputs [all_inputs -no_clocks]
set_input_delay [expr $clk_period * $clk_io_pct] -clock clk0 $non_clock_inputs
set_output_delay [expr $clk_period * $clk_io_pct] -clock clk0 [all_outputs]
$ cat flow/design.v
`timescale 1ns / 1ps
module counter(
    input clk,reset,en,ud,
    output reg [7:0]out
    );
    always @(posedge clk or negedge reset)
    begin
        if(!reset)
            out = 8'b0;
        else if (en)
            if(!ud)
                begin
                out=out+1;
                end
         else 
            begin
                out=out-1;
            end
    end
endmodule
$ cat flow/run.sh
#!/bin/bash
# OpenROAD 26Q1-2900-gdf79404cd8, Yosys 0.63+post, stock flow scripts
make -C /OpenROAD-flow-scripts/flow DESIGN_CONFIG=/design/flow/config.mk WORK_HOME=/design/flow/orfs finish
==> changes_impl.md <==
## Implementation

* Status: complete, no violations
* CTS Hold Bufs at 0
* Via count at 572
* Hold crit path type: input port to asynchronous set/reset pin
* Share of layout cells above drive strength 1 at 21.84%
* Initial antenna violation count at 0
* Minimum clock period at 2.268 ns
* Filler Cell Count at 370
* DR pass1 iterations at 4
* Leakage power at 0.3877 nW
* Period utilisation layout at 94.49%
* Ports at 12
* #FFs+latches synth at 8
* Late-Pin Clk Latency at 0.25 ns
* # Cells Yosys at 64
* Post-DP HPWL at 1172 µm
* CTS tree: done
* Crit path DRT at 2.54 ns
* Cell Type Count at 34
* DR vias/cell at 4.301
* Pwr per Cell Area at 1249 nW/µm²
* Setup TNS at 0 ns
* Total Power at 1.108 mW
* Antenna Nets Post-Route at 0
* Fmax at 441.0 MHz
* DR iter-0 viols at 14
* Fp_density at 18.32%
* Seq share, synth at 32.00%
* Global-route wire length before repair at 2421 µm
* Fin. Hold Viols at 0
* YS chip area at 625.6 µm²
* Vias in the first global route at 546
* ANT cells at 0
* Clock Sink Count at 8
* Post_cts resized at 0
* DIE AREA at 6400 µm²
* Mapped Avg Cell Area at 9.775 µm²
* Mapped Area at 625.6 µm²
* Final Skew at 0.0004392 ns
* Die X at 80 µm
* Worst EP arrival at 2.41 ns
* Worst slew pin tran at 0.4133 ns
* Largest net degree at the start of global routing at 11
* Synthesis Warnings at 1
* CTS Root Cell: clkbuf_4
* CTS Buffer Depth at 2
* Port bufs at 11
* RSZ-0062 raised after global routing: false
* Slew headroom at 72.36%
* Endpoints failing setup at 0
* Asr flop ratio synth at 100.0%
* Die Y at 80 µm
* Clk slew on worst S/H paths at 0.06 ns
* Main flop type: dfrtp_1
* Wirelength per Cell at 11.09 µm
* Flip-flops with a built-in enable at 0
* Worst hold margin at 0.5165 ns
* VDD IR-drop max at 0.0003945 V
* Rows at 21
* Max reg flops at 8
* Final Max-Slew Violation Tally at 0
* OpenROAD warnings at 25
* Post-CTS setup buffer count at 0
* H-tree depth at 1
* Worst setup path class: input port to register
* Congestion Overflow GR at 0
* DRC errors left at 0
* Max_cap viols at 0
* Critical path fanouts, max at 8
* Synthesis-to-finish area growth at 41.80%
* Num CTS Buffers at 3
* RePlAce Congestion at 0.7813
* CP endpoint kind: register
* Synthesized instance count at 64
* Drt total wl at 1475 µm
* Tot GR Track Use at 4.530%
* Core Area at 3416 µm²
* Crit path launch type: input port
synthesized netlist by cell type, drive strengths merged (2+ instances only):
cell type	instances	area (µm²)
a211oi	3	27.52
a21o	4	31.28
a21oi	3	15.01
a31oi	2	12.51
dfrtp	8	200.2
ha	6	75.07
inv	4	15.01
mux2	2	26.27
nand2	2	7.510
nor2	4	17.52
nor3	2	10.01
o21ai	4	23.77
or3	2	12.51
xnor2	3	26.28
cells in the final DEF, fill, tap and decap left out, drive strengths merged:
cell type and instances:
clkdlybuf4s50 11, buf 10, dfrtp 8, ha 6, inv 4, o21ai 4, nor2 4, a21o 4
a21oi 3, xnor2 3, clkbuf 3, a211oi 3, nor3 2, a31oi 2, nand2 2, or3 2
mux2 2, o21bai 1, nor2b 1, o21a 1, o31a 1, xor2 1, and3 1, a22oi 1
nand3 1, and3b 1, a32o 1, nand4b 1, nor3b 1, o311ai 1, fa 1
layout make-up:
class                      instances  area (µm²)  share of cell area, %
sequential                         8       200.2                  22.57
clock buffer                       3       22.52                  2.539
timing repair buffer              21       185.2                  20.87
multi-input combinational         51       406.6                  45.84
inverter                           4       15.01                  1.693
tap                               46       57.56                  6.488
logic make-up (layout without fill, tap and decap cells):
family / count (synthesis) / count (layout) / synth area share, %
XOR/XNOR: 4 / 4 / 5.601
buffers and inverters: 5 / 28 / 2.999
AND/OR/NAND/NOR: 16 / 16 / 14.40
adder cells (fa/ha/maj): 7 / 7 / 15.20
multiplexers: 2 / 2 / 4.199
flip-flops: 8 / 8 / 32.00
AND-OR/OR-AND: 22 / 22 / 25.60
routing by layer:
metal	part of all wire, %	global-route usage, %	wire length, µm
met4	1.6	1.056	24
met2	49	7.945	722
met1	45	5.378	669
met5	0	0	0
met3	3.9	1.136	58
power by group:
group	leakage (nW)	internal [mW]	switching (mW)	total [mW]
registers	0.0944	0.206	0.0628	0.269
clock network	0.0138	0.0574	0.0481	0.105
logic	0.279	0.448	0.286	0.734
total	0.388	0.711	0.397	1.11
final timing paths:
path	startpoint	end	slack (ns)	cells past startpoint
worst min-delay path	reset	out[0]$_DFFE_PN0P_	0.52	1
max in group asynchronous	reset	out[3]$_DFFE_PN0P_	1.59	1
worst max register to register	out[1]$_DFFE_PN0P_	out[7]$_DFFE_PN0P_	0.53	6
worst max-delay path	ud	out[7]$_DFFE_PN0P_	0.13	8
min in group clk0	out[4]$_DFFE_PN0P_	out[4]$_DFFE_PN0P_	0.52	1
worst min register to register	out[4]$_DFFE_PN0P_	out[4]$_DFFE_PN0P_	0.52	1
stage by stage:
stage / utilization [%] / worst slack [ns] / cell area [µm²] / cells
2_1_floorplan: - / 0.6011 / 625.6 / 64
3_3_place_gp: 25.31 / -0.1209 / 864.6 / 130
3_5_place_dp: 25.31 / -0.1315 / 864.6 / 130
4_1_cts: 25.97 / 0.1308 / 887.1 / 133
5_1_grt: 25.97 / 0.03525 / 887.1 / 133
6_report: 25.97 / 0.1323 / 887.1 / 133
critical path: stages:
cell,delay (ns)
clkdlybuf4s50_1,0.40
buf_4,0.17
ha_1,0.32
a211oi_2,0.33
nor2_2,0.09
a31oi_1,0.22
a22oi_1,0.12
a32o_1,0.27
Power and IR drop assume default switching activity.
