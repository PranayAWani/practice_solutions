==> /design/flow/design.v <==
`timescale 1ns / 1ps
module full_adder(
    input a_in, b_in, c_in,
    output sum, carry
    );
    assign sum = a_in ^ b_in ^ c_in;
    assign carry = (a_in & b_in)|(b_in & c_in)|(c_in & a_in);
endmodule
`timescale 1ns / 1ps
module n_bit_adder(a,b,cin,sum,carry);
parameter n=8;
input [n-1:0]a,b;
input cin;
output [n-1:0]sum;
output carry;
wire [n:0]c;
assign c[0]=cin;
 genvar i;
    generate
    for(i=0;i<n;i=i+1)
    begin: fa
        full_adder fa(a[i],b[i],c[i],sum[i],c[i+1]);
    end
    endgenerate
    assign carry = c[n];
    endmodule
==> /design/flow/run.sh <==
#!/bin/bash
# OpenROAD 26Q1-2900-gdf79404cd8, Yosys 0.63+post, stock flow scripts
make -C /OpenROAD-flow-scripts/flow DESIGN_CONFIG=/design/flow/config.mk WORK_HOME=/design/flow/orfs finish
==> /design/flow/config.mk <==
export PLATFORM = sky130hd
export DESIGN_NAME = n_bit_adder
export DESIGN_NICKNAME = n_bit_adder
export VERILOG_FILES = /design/flow/design.v
export SDC_FILE = /design/flow/constraint.sdc
export NUM_CORES = 4
export LEC_CHECK = 1
export CORE_AREA = 10 10 70 70
export DIE_AREA = 0 0 80 80
==> /design/flow/constraint.sdc <==
current_design n_bit_adder

set clk_period 4.6
set clk_io_pct 0.2

create_clock -name clk0 -period $clk_period

set non_clock_inputs [all_inputs -no_clocks]
set_input_delay [expr $clk_period * $clk_io_pct] -clock clk0 $non_clock_inputs
set_output_delay [expr $clk_period * $clk_io_pct] -clock clk0 [all_outputs]
==> Changelog: implementation <==
## Flow update

* Result of the run: finished, violations left
* Failing checks: negative setup slack
* Slew @ Worst Pin at 104 ps
* Ratio of final minimum period to clock period at 106%
* Routed wire length on met2 at 217 um
* Int Power at 39.5 uW
* Maximum number of pins on one net before global-route repair at 2
* Tally of buffers added on design ports at 26
* Placement row count at 21
* Switching power at 16.9 uW
* Fraction of layout instances using a drive strength above 1 at 45.5%
* Leakage power figure at 0.000211 uW
* DRC Markers at 0
* Slowest stage delay, CP at 420 ps
* Clock share of power at 0%
* Routed metal-1 wirelength at 329 um
* Category of the worst setup path capture point: output pin
* Total vias in the final route at 216
* First DRT Iteration DRCs at 0
* Total die area at 6400 um^2
* Comb power frac at 100.0%
* Number of antenna violations at the first check in global routing at 0
* Required time at the endpoint of the critical path at 3680 ps
* Die y size at 80 um
* Type of the setup path with the least slack: in -> out
* Seq cells at 0
* Cell with the most instances on the worst path: fa_2
* Placed wire-length estimate at 753 um
* Top post-synthesis cells by area: fa_1, buf_4, inv_1
* Final hold violation count at 0
* # clk buffers at 0
* Post-Syn Instances at 26
* Total I/O pin count at 26
* Cell-by-cell trace of the critical path: buf_6, inv_4, fa_2, inv_2, fa_2, fa_2, fa_2, fa_2, fa_2, fa_2, inv_2, fa_2, inv_2, buf_2
* Stage-log warning count at 35
* Yosys Instances at 26
* Share of the yosys chip area belonging to registers at 0%
* Setup ws final at -293 ps
* Total wire length at 746 um
* DRT Pass-1 Iters at 1
* Maximum resistive drop on vdd at 0.0374 mV
* Via count of the first global-routing pass at 249
* Portion of total power attributed to sequential cells at 0%
* Wire length of the first global-routing pass at 1.15 mm
* Place WS at -1060 ps
* Summed standard-cell area reported by yosys at 258 um^2
* Utilization after layout at 15.4%
* Area added between synthesis and finish at 104%
* Total core area at 3420 um^2
* Top-area cell share at 62.1%
* Yosys warnings at 0
* Placed insts at 90
* Hold Path Class: in -> out
* Max-slew headroom at 93.1%
* Die X at 80 um
* Final Max Slew Viols at 0
* Max cap viols at 0
* Unique cell types at 3
* Switching Share at 29.9%
* Setup TNS after final layout at -324 ps
* Global Route Usage Sum at 2.28%
* Uppermost metal layer occupied by signal nets: met3
* Aggregate global routing overflow at 0
* Tally of non-filler cells in the final layout at 90
* Critical-path maximum fanout at 1
* Total inserted antenna cells at 0
* Yosys top cell by area: fa_1
* Number of setup violations in the final report at 2
* Worst Setup Start Kind: primary input
* Routed WL per cell at 8.29 um
* Remaining antenna violation count at 0
* Syn Area/Cell at 9.91 um^2
* Average vias per placed instance at 2.40
* Storage element area at 0 um^2
* Post-CTS setup repair buffer count at 0
* Master of the slowest instance on the critical path: fa_2
* Crit path DAT at 3970 ps
* Fmax at 204 MHz
* Setup repair after global routing missed its margin: yes
* Routed wire length on met3 at 198 um
* Power per standard cell area at 107 nW/um^2
* Final GP Congestion at 0.815
* Min Tclk post-route at 4890 ps
* Summed instance area of the synthesized netlist at 258 um^2
* Post-route total power at 56.4 uW
* FP Util at 7.55%
-- cells by family after synthesis --
kind of cell	after synthesis	synth area share, %
buf+inv	18	37.9
fa+ha+maj	8	62.1
-- routing by layer --
| layer | up-vias | global-route usage [%] |
|---|---|---|
| li1 | 96 | - |
| met1 | 96 | 2.98 |
| met2 | 24 | 2.89 |
| met3 | 0 | 2.05 |
| met4 | 0 | 0 |
| met5 | - | 0 |
-- area by class of cell --
| cell class | instances | area (um^2) |
|---|---|---|
| Timing Repair Buffer | 26 | 245 |
| Multi-Input combinational cell | 8 | 180 |
| Tap cell | 46 | 57.6 |
| Inverter | 10 | 42.5 |
| Fill cell | 391 | 2890 |
-- worst paths after layout --
| path | start | end | slack (ps) | cells past startpoint |
|---|---|---|---|---|
| worst min-delay path | cin | sum[0] | 2590 | 5 |
| worst max-delay path | a[0] | sum[7] | -290 | 14 |
-- stage by stage --
step           instance area (um^2)  hold slack, ps
2_1_floorplan                   270            2060
3_3_place_gp                    528            2890
3_5_place_dp                    528            2890
4_1_cts                         517            2600
5_1_grt                         526            2620
6_report                        526            2590
-- worst max-delay path: cells and delay by family --
kind / cells / cell delay [ps]
buffers and inverters: 6 / 370
adders and majority gates: 8 / 2680
-- Yosys cell counts, drive strengths merged --
cell  number
fa         8
buf        8
inv       10
-- placed cells by master, fill, tap and decap left out --
cell type,n
buf_6,3
inv_2,4
fa_2,8
dlygate4sd2_1,3
buf_2,3
inv_1,4
clkdlybuf4s50_1,17
inv_4,2
-- power groups by stage --
stage	logic, uW	clock network [uW]	registers (uW)
finish	56.4	0	0
CTS	57.9	0	0
global route	65.7	0	0
-- what timing repair did --
action	CTS	global route
pin swaps	8	8
hold buffers	0	0
gates resized	34	3
endpoints found under the setup margin	5	3
No activity file was given, so power comes from the tool's default toggle rates.
