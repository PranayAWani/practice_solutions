## run.sh

```bash
#!/bin/bash
# OpenROAD 26Q1-2900-gdf79404cd8, Yosys 0.63+post, stock flow scripts
make -C /OpenROAD-flow-scripts/flow DESIGN_CONFIG=/design/flow/config.mk WORK_HOME=/design/flow/orfs finish
```

## config.mk

```make
export PLATFORM = sky130hd
export DESIGN_NAME = bit_4_adder
export DESIGN_NICKNAME = bit_4_adder
export VERILOG_FILES = /design/flow/design.v
export SDC_FILE = /design/flow/constraint.sdc
export NUM_CORES = 4
export LEC_CHECK = 1
export CORE_AREA = 10 10 70 70
export DIE_AREA = 0 0 80 80
```

## constraint.sdc

```tcl
current_design bit_4_adder

set clk_period 2.9
set clk_io_pct 0.2

create_clock -name clk0 -period $clk_period

set non_clock_inputs [all_inputs -no_clocks]
set_input_delay [expr $clk_period * $clk_io_pct] -clock clk0 $non_clock_inputs
set_output_delay [expr $clk_period * $clk_io_pct] -clock clk0 [all_outputs]
```

## design.v

```verilog
`timescale 1ns / 1ps
module bit_4_adder(
input [3:0]a,b,
input c,
output [3:0]sum,
output carry
    );
    wire cin[2:0];
full_adder ip1(a[0],b[0],c,sum[0],cin[0]);
full_adder ip2(a[1],b[1],cin[0],sum[1],cin[1]);
full_adder ip3(a[2],b[2],cin[1],sum[2],cin[2]);
full_adder ip4(a[3],b[3],cin[2],sum[3],carry);
endmodule
`timescale 1ns / 1ps
module full_adder(
    input a_in, b_in, c_in,
    output sum, carry
    );
    assign sum = a_in ^ b_in ^ c_in;
    assign carry = (a_in & b_in)|(b_in & c_in)|(c_in & a_in);
endmodule
```

==> impl_metrics.env <==
# physical design summary
export IMPL_top_cell="inv_1"
export IMPL_seqCellArea_um2=0
export IMPL_power_density_nw_per_um2=144
export IMPL_syn_cell_area_um2=148
export IMPL_grt_setup_unrepaired="no"
export IMPL_hold_start="c"
export IMPL_num_antenna_cells=0
export IMPL_vias=122
export IMPL_hold_viol=0
export IMPL_ir_drop_uv=33.0
export IMPL_ys_warnings_count=1
export IMPL_power_w=0.0000460
export IMPL_clock_fmax_ghz=0.356
export IMPL_wl_per_cell_um=5.36
export IMPL_cp_end_kind="output pin"
export IMPL_report_final_setup_viol=0
export IMPL_place_gp_congestion=0.758
export IMPL_drcViolationCount=0
export IMPL_dp_hpwl_um=375
export IMPL_die_h_um=80
export IMPL_p_leak_nw=0.141
export IMPL_period_minus_slack_ns=2.81
export IMPL_place_inst=74
export IMPL_fp_util_pct=4.32
export IMPL_dieArea_um2=6400
export IMPL_start_kind="primary input"
export IMPL_slew_headroom_pct=93.1
export IMPL_tightest_slew_ns=0.105
export IMPL_crit_type="in -> out"
export IMPL_status="completed"
export IMPL_setup_ws_ns=0.0931
export IMPL_ys_seq_share_pct=0
export IMPL_grtUsageTotal_pct=1.09
export IMPL_ant_nets=0
export IMPL_period_used_pct=96.8
export IMPL_syn_avg_cell_area_um2=8.20
export IMPL_finalSetupTns_ns=0
export IMPL_rows=21
export IMPL_crit_arrival_ns=2.23
export IMPL_whs_path_depth=5
export IMPL_yosys_area_top_type_share_pct=54.2
export IMPL_grt_overflow=0
export IMPL_top_cells_by_count="inv_1 (10), buf_4 (4), fa_1 (4)"
export IMPL_dp_slack_ns=-0.732
export IMPL_drt_wl_total_um=397
export IMPL_grt_pass1_wl_um=545
export IMPL_layoutNonFillerInstCount=74
export IMPL_core_area_um2=3420
export IMPL_antenna_found_initial=0
export IMPL_drt_first_iter_violations=0
export IMPL_io_buffers=14
export IMPL_first_pass_iters=1
export IMPL_path_max_fanout=1
export IMPL_n_clock_buffer=0
export IMPL_pin_count=14
export IMPL_syn_inst=18
export IMPL_setup_worst_path_start="b[0]"
export IMPL_hp_class="in -> out"
export IMPL_flops=0
export IMPL_via_per_inst=1.65
export IMPL_nFillCells=401
export IMPL_layout_drive_gt1_share_pct=42.9
export IMPL_syn_to_final_growth_pct=117
export IMPL_warnings=32
export IMPL_ys_area_um2=148
export IMPL_top_area_cell="fa_1"
export IMPL_grt_max_degree=2
export IMPL_cp_data_required_time_ns=2.32
export IMPL_grt_pass1_vias=122
export IMPL_final_max_slew_viol_count=0
export IMPL_cap_violations=0
export IMPL_synth_cell_types=3
export IMPL_topCellsByArea="fa_1 (54%), inv_1 (25%), buf_4 (20%)"
export IMPL_yosysCellCount=18
export IMPL_dieWidth_um=80
-- worst max-delay path, stage by stage --
cell   delay, ns
buf_6       0.09
inv_2       0.05
fa_2        0.18
inv_2       0.04
fa_2        0.35
fa_2        0.34
inv_2       0.06
fa_1        0.39
inv_1       0.06
buf_2       0.08
-- power breakdown --
part	internal, W	total, W	switching, W	leakage, nW
combinational	0.0000306	0.0000460	0.0000154	0.141
clock	0	0	0	0
sequential	0	0	0	0
total	0.0000306	0.0000460	0.0000154	0.141
-- final timing paths --
check / endpoint / slack (ns)
setup / recovery: sum[3] / 0.09
hold / removal: sum[0] / 1.90
-- cell type report --
| type | instances | area [µm²] | area share (%) |
|---|---|---|---|
| timing repair buffer | 14 | 135 | 42.2 |
| multi-input combinational | 4 | 87.6 | 27.3 |
| tap | 46 | 57.6 | 18.0 |
| inverter | 10 | 40.0 | 12.5 |
-- metal layers --
layer | vias up | GRT usage (%) | routed length, µm
met5 | - | 0 | 0
met2 | 14 | 0.722 | 69
met4 | 0 | 0 | 0
met3 | 0 | 0.909 | 109
li1 | 60 | - | -
met1 | 48 | 2.01 | 217
-- stage by stage --
step / utilization, % / hold WS (ns) / cell area [µm²]
after floorplan: - / 1.38 / 148
final: 9.38 / 1.90 / 320
after CTS: 9.12 / 1.91 / 312
after global placement: 9.23 / 2.20 / 315
after global routing: 9.38 / 1.93 / 320
after detailed placement: 9.23 / 2.20 / 315
-- placed cells by master, fill, tap and decap left out, drive strengths merged --
cell type / instances
clkdlybuf4s15: 1
inv: 10
dlygate4sd2: 3
clkdlybuf4s50: 6
fa: 4
buf: 4
-- logic make-up after synthesis --
| kind of cell | synth area share (%) |
|---|---|
| buffers and inverters | 45.8 |
| adder cells (fa/ha/maj) | 54.2 |
-- what timing repair did --
item	in CTS	in global routing
setup endpoints to repair	4	1
buffers inserted	0	0
hold endpoints to repair	0	0
resized	29	2
pin swaps	4	4
hold buffers	0	0
Power and IR drop assume default switching activity.
